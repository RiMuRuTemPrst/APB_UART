--- flow/run.sh ---
#!/bin/bash
# OpenROAD 26Q1-2900-gdf79404cd8, Yosys 0.63+post, stock flow scripts
make -C /OpenROAD-flow-scripts/flow DESIGN_CONFIG=/design/flow/config.mk WORK_HOME=/design/flow/orfs finish
--- flow/config.mk ---
export PLATFORM = sky130hd
export DESIGN_NAME = apb_interface_register_block_top
export DESIGN_NICKNAME = apb_interface_register_block_top
export VERILOG_FILES = /design/flow/design.v
export SDC_FILE = /design/flow/constraint.sdc
export NUM_CORES = 4
export LEC_CHECK = 1
export CORE_UTILIZATION = 30
--- flow/constraint.sdc ---
current_design apb_interface_register_block_top

set clk_period 1.3
set clk_io_pct 0.2

create_clock -name clk0 -period $clk_period [get_ports {pclk}]

set non_clock_inputs [all_inputs -no_clocks]
set_input_delay [expr $clk_period * $clk_io_pct] -clock clk0 $non_clock_inputs
set_output_delay [expr $clk_period * $clk_io_pct] -clock clk0 [all_outputs]
--- flow/design.v ---
`timescale 1ns / 1ps
module apb_interface (
    input  wire        pclk,
    input  wire        presetn,
    input  wire        psel,
    input  wire        penable,
    input  wire        pwrite,
    input  wire [12:0] paddr,
    input  wire [31:0] pwdata,
    input  wire [3:0]  pstrb,
    output reg         pready,
    output reg  [31:0] prdata,
    output reg         pslverr,
    output wire [12:0] reg_addr_o,
    output wire [31:0] reg_wdata_o,
    output wire [3:0]  reg_strb_o,
    output wire        reg_we_o,
    input  wire [31:0] reg_rdata_i
);
    wire valid_addr;
    assign valid_addr = (paddr == 13'h000) || (paddr == 13'h004) || 
                      (paddr == 13'h008) || (paddr == 13'h00C) || 
                      (paddr == 13'h010);
    assign reg_addr_o  = paddr;
    assign reg_wdata_o = pwdata;
    assign reg_strb_o  = pstrb;
    assign reg_we_o    = psel && penable && pwrite && valid_addr;
    always @(posedge pclk or negedge presetn) begin
        if (!presetn) begin
            pready  <= 1'b0;
            pslverr <= 1'b0;
            prdata  <= 32'b0;
        end else begin
            if (psel && penable) begin
                pready  <= 1'b1;
                pslverr <= ~valid_addr;  
                if (!pwrite) begin
                    prdata <= reg_rdata_i; 
                end else begin
                    prdata <= 32'b0;
                end
            end else begin
                pready  <= 1'b0;
                pslverr <= 1'b0;
                prdata  <= 32'b0;
            end
        end
    end
endmodule
`timescale 1ns / 1ps
module apb_interface_register_block_top (
    input  wire        pclk,
    input  wire        presetn,
    input  wire        psel,
    input  wire        penable,
    input  wire        pwrite,
    input  wire [12:0] paddr,
    input  wire [31:0] pwdata,
    input  wire [3:0]  pstrb,
    output wire        pready,
    output wire [31:0] prdata,
    output wire        pslverr,
    input  wire        set_tx_done,
    input  wire        set_rx_done,
    input  wire        set_parity_error,
    input  wire [7:0]  rx_data_in,
    output wire [7:0]  tx_data_out,
    output wire        start_tx,
    output wire [4:0]  cfg_reg_out
);
    wire [12:0] reg_addr;
    wire [31:0] reg_wdata;
    wire [3:0]  reg_strb;
    wire        reg_we;
    wire [31:0] reg_rdata;
    apb_interface apb_interface_inst (
        .pclk       (pclk),
        .presetn    (presetn),
        .psel       (psel),
        .penable    (penable),
        .pwrite     (pwrite),
        .paddr      (paddr),
        .pwdata     (pwdata),
        .pstrb      (pstrb),
        .pready     (pready),
        .prdata     (prdata),
        .pslverr    (pslverr),
        .reg_addr_o (reg_addr),
        .reg_wdata_o(reg_wdata),
        .reg_strb_o (reg_strb),
        .reg_we_o   (reg_we),
        .reg_rdata_i(reg_rdata)
    );
    register_block register_block_inst (
        .pclk        (pclk),
        .presetn     (presetn),
        .reg_addr_i  (reg_addr),
        .reg_wdata_i (reg_wdata),
        .reg_strb_i  (reg_strb),
        .reg_we_i    (reg_we),
        .reg_rdata_o (reg_rdata),
        .set_tx_done      (set_tx_done),
        .set_rx_done      (set_rx_done),
        .set_parity_error (set_parity_error),
        .rx_data_in       (rx_data_in),
        .tx_data_out      (tx_data_out),
        .start_tx         (start_tx),
        .cfg_reg_out      (cfg_reg_out)
    );
endmodule
`timescale 1ns / 1ps
module register_block (
    input  wire        pclk,
    input  wire        presetn,
    input  wire [12:0] reg_addr_i,
    input  wire [31:0] reg_wdata_i,
    input  wire [3:0]  reg_strb_i,
    input  wire        reg_we_i,
    output wire [31:0] reg_rdata_o,
    input  wire        set_tx_done,
    input  wire        set_rx_done,
    input  wire        set_parity_error,
    input  wire [7:0]  rx_data_in,
    output wire [7:0]  tx_data_out,
    output wire        start_tx,
    output wire [4:0]  cfg_reg_out
);
    reg [31:0] tx_data_reg;
    reg [31:0] rx_data_reg;
    reg [31:0] cfg_reg;
    reg [31:0] ctrl_reg;
    reg [31:0] stt_reg;  
    localparam TX_DATA_ADDR = 13'h000;
    localparam RX_DATA_ADDR = 13'h004;
    localparam CFG_ADDR     = 13'h008;
    localparam CTRL_ADDR    = 13'h00C;
    localparam STT_ADDR     = 13'h010;
    always @(posedge pclk or negedge presetn) begin
        if (!presetn) begin
            tx_data_reg <= 32'b0;
            rx_data_reg <= 32'b0;
            cfg_reg     <= 32'b0;
            ctrl_reg    <= 32'b0;
            stt_reg     <= 32'b0;
        end else begin
            if (reg_we_i) begin
                case (reg_addr_i)
                    TX_DATA_ADDR: begin
                        if(reg_strb_i[0]) tx_data_reg[7:0]   <= reg_wdata_i[7:0];
                        if(reg_strb_i[1]) tx_data_reg[15:8]  <= reg_wdata_i[15:8];
                        if(reg_strb_i[2]) tx_data_reg[23:16] <= reg_wdata_i[23:16];
                        if(reg_strb_i[3]) tx_data_reg[31:24] <= reg_wdata_i[31:24];
                    end
                    CFG_ADDR: begin
                        if(reg_strb_i[0]) cfg_reg[7:0] <= reg_wdata_i[7:0];
                    end
                    CTRL_ADDR: begin
                        if(reg_strb_i[0]) ctrl_reg[7:0] <= reg_wdata_i[7:0];
                    end
                    STT_ADDR: begin
                        stt_reg <= stt_reg & ~reg_wdata_i;
                    end
                endcase
            end
            if (set_tx_done)      stt_reg[0] <= 1'b1;
            if (set_rx_done)      stt_reg[1] <= 1'b1;
            if (set_parity_error) stt_reg[2] <= 1'b1;
            if (set_rx_done) begin
                rx_data_reg <= {rx_data_in, rx_data_reg[31:8]};
            end
        end
    end
    assign reg_rdata_o = (reg_addr_i == TX_DATA_ADDR) ? tx_data_reg :
                         (reg_addr_i == RX_DATA_ADDR) ? rx_data_reg :
                         (reg_addr_i == CFG_ADDR)     ? cfg_reg :
                         (reg_addr_i == CTRL_ADDR)    ? ctrl_reg :
                         (reg_addr_i == STT_ADDR)     ? stt_reg :
                         32'hDEADBEEF;  
    assign tx_data_out = tx_data_reg[7:0];  
    assign start_tx    = ctrl_reg[0];       
    assign cfg_reg_out = cfg_reg[4:0];      
endmodule
==> Table 3: Implementation characteristics <==
Characteristics after synthesis and place and route

Parameter                              Value

Synth
  Library cell with the largest summed area after synthesis .................. sky130_fd_sc_hd__dfrtp_1
  Commonest cells in the synthesized netlist .................. sky130_fd_sc_hd__dfrtp_1, sky130_fd_sc_hd__mux2_2, sky130_fd_sc_hd__o21ai_0
  Yosys warns .................. 2
  Mapped Avg Cell Area .................. ~13 um^2
  Synthesized instance count .................. slightly below 500
  Seq share, synth .................. 0.589
  Number of cells in Yosys stat .................. 491
  Post-synthesis cell area .................. 6200 um^2
  Post-synth tally of flip-flops with integrated enable .................. 0
  Count of distinct cell types in the synthesized netlist .................. 33
  Flip-flop and latch count after synthesis .................. ~150
  Fraction of registers with async set/reset .................. 1.00
  Top cell area share .................. 0.589
  Top flip-flop cell by instance count after synthesis .................. sky130_fd_sc_hd__dfrtp_1
  Chip area line of the yosys report .................. around 6200 um^2
  Top cell type by instance count after synthesis .................. sky130_fd_sc_hd__dfrtp_1
  Main area contributors after synthesis .................. sky130_fd_sc_hd__dfrtp_1, sky130_fd_sc_hd__mux2_2, sky130_fd_sc_hd__a21boi_0

Final timing
  Slew at the pin closest to its max-slew limit .................. roughly 0.37 ns
  Portion of the clock cycle consumed by the worst path in the final layout .................. 1.08
  Worst clock skew .................. approximately 0.007 ns
  Final Hold Vio Count .................. 0
  Final WS setup .................. -0.102 ns
  Minimum clock period .................. 1.40 ns
  Setup tns final .................. -1.55 ns
  Unrepaired setup endpoints after global routing .................. yes
  Max-slew headroom .................. 0.748
  Max Slew Vio Count .................. 0
  Final number of setup-violating endpoints .................. roughly 42
  Max Clk Rate .................. between 700 and 800 MHz

Worst setup path
  Largest fanout on the critical path .................. 8
  Category of the critical setup timing path .................. input port to register
  Worst-path cell chain .................. buf_6, nor4_4, nand3_2, or4_4, mux2_4
  Worst path arrival time .................. roughly 1.7 ns
  Worst Setup SP .................. paddr[12]
  Largest stage delay on the critical path .................. 0.56 ns
  Type of element capturing the critical path .................. register
  Kind of start point of the critical path .................. input port
  Depth of the worst register-to-register path .................. 5
  Launching point of the worst reg2reg path .................. register_block_inst.cfg_reg[0]$_DFFE_PN0P_
  Cell with the biggest individual delay on the critical path .................. sky130_fd_sc_hd__or4_4
  Required time worst endpoint .................. about 1.6 ns

Die
  Effective utilization at floorplan .................. 0.306
  Die area .................. 21200 um^2
  Top Ports .................. roughly 110
  Num rows .................. between 50 and 60
  Die outline height .................. between 100 and 150 um
  Core Region .................. between 20000 and 25000 um^2
  Die X .................. around 150 um

Clock network
  Maximum count of clock buffers along a single path .................. 2
  Clk slew on worst S/H paths .................. ~0.060 ns
  # H-tree levels .................. 4
  Inserted Clock Buffers .................. 17
  Clk ins delay skew pair .................. around 0.42 ns
  CTS tree .................. done
  Number of clock sinks seen by CTS .................. about 150
  Clock root buffer .................. sky130_fd_sc_hd__clkbuf_16

Drt
  Count of routing violations after the opening detailed-route iteration .................. between 200 and 300
  Remaining antenna violation count .................. 0
  Pre-antenna DRT Iters .................. 5
  Antenna cells .................. 0
  Wire length reported by the detailed router .................. about 18 mm
  Post-route DRC .................. 0
  Average detailed-routed wire length per instance .................. 19.3 um
  Number of vias in the routed layout .................. 4651
  Via density per instance .................. ~5.0

Min path
  Worst min path class .................. input port to asynchronous set/reset pin

Power and ir drop
  Portion of total power attributed to combinational logic .................. 0.096
  Part of the total power dissipated in the clock network .................. 0.467
  Worst vdd rail ir drop .................. ~0.96 mV
  Overall power consumption .................. 0.0112 W
  Reg power frac .................. 0.437
  Switching part of the total .................. 0.227
  Net switching power of the design .................. approximately 0.0025 W
  Total leakage power .................. around 4.2 nW
  Internal power .................. 0.00865 W
  Total power divided by cell area .................. around 1200 nW/um^2

Global routing
  Vias in the first global route .................. ~5000
  Initial antenna violation count .................. 0
  All-layer global routing usage .................. 0.179
  Total global routing overflow .................. 0
  Wire length of the first global-routing pass .................. between 20 and 30 mm
  Pin count of the biggest net entering global routing .................. ~48

Place
  Count of port buffers added during placement .................. 112
  Detailed placer's ending HPWL .................. around 11 mm
  Routability congestion estimate .................. between 0.8 and 0.9

Flow run
  Number of maximum-capacitance violations .................. 0
  OpenROAD warning count .................. 28

Outcome
  Violated checks .................. negative setup slack
  Result of the run .................. complete, but fails checks

Cells and area
  Proportion of layout cells with a drive suffix above 1 .................. 0.392
  Number of filler cells placed in the layout .................. around 1700
  P&R area growth vs syn .................. 49.1%
## what timing repair did
action / in CTS / in global routing
endpoints found under the setup margin: 161 / 136
pin swaps: 11 / 11
resized: 194 / 69
hold buffers: 1 / 0
setup buffers: 26 / 2
cloned: 4 / 1
hold endpoints to repair: 146 / 0
## path summary, 6_finish.rpt
path,to,slack [ns]
max in group asynchronous,apb_interface_inst.prdata[1]$_DFF_PN0_,0.55
min in group clk0,apb_interface_inst.pready$_DFF_PN0_,0.26
worst max register to register,apb_interface_inst.prdata[0]$_DFF_PN0_,0.09
worst min register to register,register_block_inst.rx_data_reg[3]$_DFFE_PN0P_,0.50
worst max-delay path,register_block_inst.cfg_reg[7]$_DFFE_PN0P_,-0.10
worst min-delay path,register_block_inst.stt_reg[19]$_DFFE_PN0P_,0.24
## critical path: cells and delay by family
kind | cells | cell delay, ns
muxes | 1 | 0.33
buffers and inverters | 1 | 0.09
and+or+nand+nor | 3 | 1.01
## placed cells by master, fill, tap and decap left out, types with 17 or more instances in the layout
master / n
sky130_fd_sc_hd__a21boi_1: 29
sky130_fd_sc_hd__o21ai_2: 20
sky130_fd_sc_hd__mux2_4: 17
sky130_fd_sc_hd__mux2_2: 62
sky130_fd_sc_hd__nand2_1: 20
sky130_fd_sc_hd__buf_4: 51
sky130_fd_sc_hd__dfrtp_1: 146
sky130_fd_sc_hd__clkdlybuf4s50_1: 46
sky130_fd_sc_hd__clkdlybuf4s15_1: 41
sky130_fd_sc_hd__a31oi_1: 25
sky130_fd_sc_hd__clkbuf_16: 17
## layout make-up
type / instances / area (um^2) / area share
clock buffers: 21 / 460 / 0.0498
clock inverters: 11 / 178 / 0.0192
inverters: 6 / 22.5 / 0.00244
multi-input cells: 293 / 2690 / 0.291
flip-flops and latches: 146 / 3650 / 0.395
well taps: 270 / 338 / 0.0366
repair buffers: 188 / 1900 / 0.206
## routing by layer
metal,global-route usage,wire length [um]
met1,0.266,7870
met3,0.0438,1230
met2,0.283,8720
met5,0,0
met4,0.0205,203
## per-stage QoR
step	utilization	worst slack [ns]	cell area [um^2]	hold slack, ns	cells
4_1_cts	0.446	-0.181	9030	0.235	934
5_1_grt	0.457	-0.123	9240	0.247	935
3_3_place_gp	0.394	-0.871	7970	0.114	871
3_5_place_dp	0.394	-0.890	7970	0.115	871
6_report	0.457	-0.102	9240	0.244	935
2_1_floorplan	-	-0.411	6370	-0.0356	491
## logic make-up (layout without fill, tap and decap cells)
logic type      Yosys count  in the layout  share of synthesized area
simple gates             69             70                     0.0658
compound gates          142            142                      0.150
flops                   146            146                      0.589
buf+inv                  53            226                     0.0432
mux                      81             81                      0.152
## power by group through the flow
stage / clock network, W / logic, W / registers, W
CTS: 0.00532 / 0.00104 / 0.00489
global route: 0.00551 / 0.00116 / 0.00492
finish: 0.00522 / 0.00107 / 0.00489
No activity file was given, so power comes from the tool's default toggle rates.
